### design/flow/design.v
module apb_csr_bridge(
  PCLK,
  PADDR,
  PENABLE,
  PSEL,
  PRESERN,
  PWRITE,
  PREADY,
  PSLVERR,
  PWDATA,
  PRDATA,
  CSR_A,
  CSR_WE,
  CSR_DW,
  CSR_DR
  );
input PCLK, PENABLE, PSEL, PRESERN, PWRITE;
input  [31:0] PADDR;
input  [31:0] PWDATA;
input  [31:0] CSR_DR;
output reg [31:0] PRDATA;
output reg [31:0] CSR_DW;
output reg [13:0] CSR_A;
output reg PREADY, CSR_WE;
output PSLVERR;
wire rd_enable;
wire wr_enable;
reg [1:0]  state;
parameter IDLE  = 2'b00;
parameter READ1 = 2'b01;
parameter READ2 = 2'b10;
parameter WRITE = 2'b11;
assign wr_enable = (PENABLE && PWRITE && PSEL);
assign rd_enable = (!PWRITE && PSEL);
assign PSLVERR = 1'b0;
always @(posedge PCLK, negedge PRESERN) begin
	if (!PRESERN) begin
		CSR_A <= 32'b0;
		CSR_DW <= 32'b0;
		CSR_WE <= 1'b0;
		PREADY <= 1'b1;
		PRDATA <= 32'b0;
		state <= IDLE;
	end else begin
		case (state)
			IDLE:
				if (wr_enable) begin
					CSR_A[31:14] <= 18'b0;
					CSR_A[13:0] <= PADDR[13:0];
					CSR_DW <= PWDATA;
					CSR_WE <= 1'b1;
					PREADY <= 1'b0;
					PRDATA <= 32'b0;
					state <= WRITE;
				end else if (rd_enable) begin
					CSR_A[31:14] <= 18'b0;
					CSR_A[13:0] <= PADDR[13:0];
					CSR_DW <= 32'b0;
					CSR_WE <= 1'b0;
					PREADY <= 1'b0;
					PRDATA <= 32'b0;
					state <= READ1;
				end else begin
					CSR_A <= 32'b0;
					CSR_DW <= 32'b0;
					CSR_WE <= 1'b0;
					PREADY <= 1'b1;
					PRDATA <= 32'b0;
					state <= IDLE;
				end
			READ1: begin
					CSR_A[31:14] <= 18'b0;
					CSR_A[13:0] <= PADDR[13:0];
					CSR_DW <= 32'b0;
					CSR_WE <= 1'b0;
					PREADY <= 1'b0;
					PRDATA <= 32'b0;
					state <= READ2;
				end
			READ2: begin
					PREADY <= 1'b1;
					PRDATA <= CSR_DR;
					CSR_A <= 32'b0;
					CSR_DW <= 32'b0;
					CSR_WE <= 1'b0;
					state <= IDLE;
				end
			WRITE: begin
					CSR_A[31:14] <= 18'b0;
					CSR_A[13:0] <= PADDR[13:0];
					CSR_DW <= 32'b0;
					CSR_WE <= 1'b0;
					PREADY <= 1'b1;
					PRDATA <= 32'b0;
					state <= IDLE;
				end
			default: begin
					CSR_A <= 32'b0;
					CSR_DW <= 32'b0;
					CSR_WE <= 1'b0;
					PREADY <= 1'b1;
					PRDATA <= 32'b0;
					state <= IDLE;
				end
		endcase
	end
end
endmodule
### design/flow/run.sh
#!/bin/bash
# OpenROAD 26Q1-2900-gdf79404cd8, Yosys 0.63+post, stock flow scripts
make -C /OpenROAD-flow-scripts/flow DESIGN_CONFIG=/design/flow/config.mk WORK_HOME=/design/flow/orfs finish
### design/flow/config.mk
export PLATFORM = sky130hd
export DESIGN_NAME = apb_csr_bridge
export DESIGN_NICKNAME = apb_csr_bridge
export VERILOG_FILES = /design/flow/design.v
export SDC_FILE = /design/flow/constraint.sdc
export NUM_CORES = 4
export LEC_CHECK = 1
export CORE_UTILIZATION = 40
### design/flow/constraint.sdc
current_design apb_csr_bridge

set clk_period 3.8
set clk_io_pct 0.2

create_clock -name clk0 -period $clk_period [get_ports {PCLK}]

set non_clock_inputs [all_inputs -no_clocks]
set_input_delay [expr $clk_period * $clk_io_pct] -clock clk0 $non_clock_inputs
set_output_delay [expr $clk_period * $clk_io_pct] -clock clk0 [all_outputs]
==> flow_summary.toml <==
# yosys + openroad results
[floorplanning]
fp-row-count = 29
die_w_um = 85.3
coreArea_um2 = 6530
io_pins = 182
initial_core_util = 0.425
die_area_um2 = 7270
die_height_um = 85.3

[global_route]
grt-ovfl-total = 0
antenna_found_initial = 0
grt_start_max_net_pins = 48
grt.total_usage = 0.168
grt_pass1_wl_um = 8960
grt_pass1_vias = 1779

[yosys]
postSynthCellCount = 185
edf_count = 0
yosys.area.top_type = "dfrtp_1"
ys_cells = 185
top_area_frac = 0.740
synthArstFlopShare = 1.00
synthFlopType = "dfrtp_1"
postSynthSeqShare = 0.759
avgSynthCellArea_um2 = 15.0
common_cells = "82 x dfrtp_1, 64 x and2_1, 10 x and2_4"
synth.distinct_cells = 21
synth_warnings = 9
ys_chip_area_um2 = 2770
top_cells_by_area = "dfrtp_1 74%, and2_1 14%, and2_4 3.2%, dfstp_2 1.9%, and2_2 1.1%"
yosys.cell_count.top_type = "dfrtp_1"
synth.ff_latch_count = 84
netlist_area_um2 = 2770

[final_layout]
layout-drive-gt1-share = 0.104
syn2layout_area_growth_pct = 68.0
stdcell_count = 433

[critical_path]
required_ps = 4080
cp-end-kind = "register"
startpoint = "PSEL"
critPathKind = "primary input to register"
cp_max_fo = 20
crit_slowest_cell = "clkdlybuf4s50_1"
r2r_slack_ps = 2190
crit_end = "CSR_DW[21]$_DFF_PN0_"
r2r_cells = 4
r2r_end = "CSR_DW[21]$_DFF_PN0_"
cp_cell_sequence = "clkdlybuf4s50_1 -> nand2b_1 -> nor4_4 -> buf_4 -> and2_1"
critPathMaxStageDelay_ps = 550
reg2reg_from = "state[1]$_DFF_PN0_"
crit_path_start_kind = "primary input"
worstPathArrival_ps = 2390

[clocking]
cts.repair.resized = 0
cts_setup_buffers = 0
clkTransAtPathRegs_ps = 70
cts_tree = "built"
cts-buffers-inserted = 9
h-tree-depth = 3
clk_latency_ps = 340
postCtsHoldBufs = 0
cts.sinks = 84
cts_buffer_depth = 2
cts_root_buf = "clkbuf_8"

[route]
via_per_inst = 4.25
drc = 0
vias = 1842
drt-total-wl_um = 5580
antenna_cells = 0
ant_nets = 0
drt_iter0_drc = 33
wl_per_cell_um = 12.9
drtPass1Iterations = 4

[sta]
fmax_mhz = 474
slew_headroom = 0.616
finalCritPeriodShare = 0.555
rsz0062_at_grt = "no"
final_hold_viol_count = 0
tns_ps = 0
drv_slew = 0
worst_pin_slew_ps = 571
period_minus_slack_ps = 2110
setup_viol = 0
setup_ws_ps = 1690
fin_worst_skew_ps = 6.49

[placement]
post-place-ws_ps = 1290
place.gp.congestion = 0.759
hpwl_um = 4010
port_buffers = 162
dp.cells = 419

[pwr]
leakagePower_nw = 2.08
power_density_nw_per_um2 = 375
ir_drop_mv = 0.224

[status]
outcome = "finished clean"

[worst_hold_path]
hold_class = "primary input to asynchronous set/reset pin"

[run]
cap_violations = 0
tool_warnings = 44
-- routing by layer --
metal | vias up | share of wire | track usage
met5 | - | 0 | 0
met4 | 0 | 0.016 | 0.0258
met3 | 10 | 0.15 | 0.0967
met2 | 107 | 0.43 | 0.246
met1 | 831 | 0.41 | 0.234
li1 | 894 | - | -
-- cell type report --
cell class / count / area [um^2]
clock buffers: 12 / 155
repair buffers: 165 / 1640
well taps: 77 / 96.3
inverters: 1 / 3.75
clock inverters: 2 / 35.0
flip-flops and latches: 84 / 2100
fillers: 447 / 1870
multi-input cells: 92 / 623
-- cell families (layout without fill, tap and decap cells) --
kind of cell / count (synthesis) / in the layout / synth area share
buf+inv: 9 / 180 / 0.0185
other cells: 1 / 1 / 0.00135
flops: 84 / 84 / 0.759
compound gates: 3 / 3 / 0.00902
simple gates: 88 / 88 / 0.212
-- worst min-delay path by stage --
stage	startpoint	to	slack, ps	cells after the start
4_1_cts	PRESERN	CSR_DW[16]$_DFF_PN0_	370	1
6_report	PRESERN	CSR_DW[16]$_DFF_PN0_	360	1
5_1_grt	PRESERN	CSR_DW[17]$_DFF_PN0_	380	1
-- registers in the layout, indices dropped and copies added (netlist names) --
register,count
state,4
PREADY,1
CSR_A,14
CSR_WE,1
CSR_DW,32
PRDATA,32
-- cell usage in the layout, fill, tap and decap left out --
cell type,n
clkinv_2,1
clkbuf_8,11
clkbuf_1,1
a211o_1,1
inv_1,1
clkdlybuf4s50_1,161
and2_4,10
a21oi_1,1
nor4_4,1
buf_4,4
nand2b_4,1
nand2b_1,1
and2_2,4
a311o_2,1
nor3_2,1
nand2_1,3
or3_1,1
and2_1,64
conb_1,1
dfrtp_1,82
dfstp_2,2
nor2_1,2
bufinv_16,1
-- critical path, delay by kind of cell --
family,cells,cell delay [ps]
buf+inv,2,850
simple gates,3,760
-- power breakdown --
group | switching (W) | internal, W | leakage [nW]
clock | 0.000282 | 0.000332 | 0.0983
sequential | 0.00000790 | 0.000928 | 1.07
combinational | 0.0000466 | 0.000152 | 0.904
-- through the flow --
step / power, W / area, um^2 / hold WS [ps] / util
6_report: 0.00175 / 4660 / 362 / 0.713
5_1_grt: 0.00184 / 4660 / 385 / 0.713
4_1_cts: 0.00177 / 4660 / 373 / 0.713
3_5_place_dp: 0.00115 / 4470 / 497 / 0.684
3_3_place_gp: 0.00115 / 4470 / 500 / 0.684
2_1_floorplan: 0.000982 / 2770 / 464 / -
Power and IR drop assume default switching activity.
